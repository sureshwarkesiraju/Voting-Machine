File: flow/constraint.sdc
current_design voting

set clk_period 5.2
set clk_io_pct 0.2

create_clock -name clk0 -period $clk_period [get_ports {clk}]

set non_clock_inputs [all_inputs -no_clocks]
set_input_delay [expr $clk_period * $clk_io_pct] -clock clk0 $non_clock_inputs
set_output_delay [expr $clk_period * $clk_io_pct] -clock clk0 [all_outputs]
File: flow/design.v
module voting (
    clk,
    rst,
    a,
    b,
    c,
    key_val,
    vote_done,
    a_out,
    b_out,
    c_out,
    total,
    win
);
  input clk;
  input rst;
  input a, b, c;
  input [3:0] key_val;
  input vote_done;
  output reg [6:0] a_out;
  output reg [6:0] b_out;
  output reg [6:0] c_out;
  output reg [6:0] total;
  output reg [1:0] win;
  parameter [1:0] KEY = 2'b00;
  parameter [1:0] VOTE = 2'b01;
  parameter [1:0] RESULT = 2'b10;
  reg [1:0] state;
  reg tie;
  always @(posedge clk or posedge rst) begin
    if (rst) state <= KEY;
    else
      case (state)
        KEY: state <= key_val == 4'b1111 ? VOTE : KEY;
        VOTE: state <= vote_done ? RESULT : VOTE;
        RESULT: state <= tie ? VOTE : RESULT;
      endcase
  end
  always @(posedge clk or posedge rst) begin
    if (rst) begin
      a_out <= 7'h0;
      b_out <= 7'h0;
      c_out <= 7'h0;
      total <= 7'h0;
      tie   <= 7'h0;
    end else
      case (state)
        KEY: begin
          a_out <= 7'h0;
          b_out <= 7'h0;
          c_out <= 7'h0;
          total <= 7'h0;
          tie   <= 7'h0;
        end
        VOTE: begin
          if (tie) begin
            a_out <= 7'h0;
            b_out <= 7'h0;
            c_out <= 7'h0;
            total <= 7'h0;
            tie   <= 7'h0;
          end
          case (0)
            a: a_out <= a_out + 1;
            b: b_out <= b_out + 1;
            c: c_out <= c_out + 1;
          endcase
        end
        RESULT: begin
          total <= a_out + b_out + c_out;
          if (a_out > b_out && a_out > c_out) win <= 2'b00;
          else begin
            if (b_out > a_out && b_out > c_out) win <= 2'b01;
            else win <= 2'b10;
          end
          if((a_out==b_out && a_out>c_out) || (a_out==c_out && a_out>b_out) || (b_out==c_out && c_out>a_out)||(a_out==b_out && c_out==a_out))begin
            tie <= 1'b1;
            win <= 2'b11;
          end else tie <= 1'b0;
        end
      endcase
  end
endmodule
File: flow/run.sh
#!/bin/bash
# OpenROAD 26Q1-2900-gdf79404cd8, Yosys 0.63+post, stock flow scripts
make -C /OpenROAD-flow-scripts/flow DESIGN_CONFIG=/design/flow/config.mk WORK_HOME=/design/flow/orfs finish
File: flow/config.mk
export PLATFORM = sky130hd
export DESIGN_NAME = voting
export DESIGN_NICKNAME = voting
export VERILOG_FILES = /design/flow/design.v
export SDC_FILE = /design/flow/constraint.sdc
export NUM_CORES = 4
export LEC_CHECK = 1
export CORE_UTILIZATION = 40
==> ci_impl_report.md <==
## Implementation flow summary

| Metric | Value |
|---|---|
| Setup Fix Bufs, Post-CTS | `0` |
| Pwr Density | `497 mW/mm²` |
| Area grow syn2layout | `21.6%` |
| Core Rows | `29` |
| Worst VDD drop | `0.263 mV` |
| Final setup viols | `0` |
| Yosys synthesis chip area | `between 0.002 and 0.003 mm²` |
| Top-area cell share | `0.298` |
| Die W | `82.7 µm` |
| Type of element capturing the critical path | `register` |
| Overflow after GRT | `0` |
| RSZ-0062 raised after global routing | `no` |
| Synth Seq Share | `0.331` |
| Total number of vias | `approximately 2,400` |
| Setup TNS | `0 ns` |
| Synth unique cells | `44` |
| Detailed Place HPWL | `between 5000 and 6000 µm` |
| Post-synth ARST share | `0.941` |
| Die H | `82.7 µm` |
| Total GRT Usage | `0.222` |
| Post-DRT Antenna Nets | `0` |
| Worst path most repeated cell | `o21ai_0` |
| Prevailing post-synth register cell | `dfrtp_1` |
| Wire length per cell | `16.5 µm` |
| Reg2reg start | `b_out[2]` |
| Initial DRC count | `~90` |
| Arrival @ worst endpoint | `2.73 ns` |
| Initial antenna violation count | `0` |
| First-pass GRT wire length | `between 10,000 and 15,000 µm` |
| Top cells by area | `dfrtp_1 30%, ha_1 14%, o21ai_0 6.0%` |
| Largest net degree at the start of global routing | `35` |
| Worst path top cell family by delay | `buffers and inverters` |
| Detailed-route DRC error count | `0` |
| Status | `finished, final reports clean` |
| Critical path buffer and inverter count | `1` |
| Crit path DRT | `approximately 5.4 ns` |
| Crit path kind | `input pin to register` |
| IO Count | `~40` |
| Slowest stage delay, CP | `between 0.6 and 0.7 ns` |
| Cells after Synth | `around 290` |
| Vias in the first global route | `roughly 2,200` |
| Top cells by count | `31 x dfrtp_1, 31 x o21ai_0, 29 x ha_1` |
| Final Cycle Share | `0.491` |
| Mapped cell area | `roughly 0.0026 mm²` |
| Yosys Instances | `292` |
| PortBufs | `39` |
| CTS tree | `yes` |
| Hold EP | `total[3]` |
| Tally of yosys warning messages | `1` |
| Pre-Place Util | `0.412` |
| Setup Skew | `roughly 0.0043 ns` |
| Post-synth EDFFs | `2` |
| R2R depth | `7` |
| Layout Cells excl Fill | `about 410` |
| Cts hold-fix bufs | `0` |
| Synth Register Bits | `34` |
| Achievable Freq | `between 300 and 400 MHz` |
| Max-slew headroom | `0.634` |
| Setup slack, reg-to-reg | `approximately 2.8 ns` |
| CP max FO | `7` |
| Count of pins over their slew limit | `0` |
| Total wire length | `slightly below 7000 µm` |
| Critical path launch point type | `input pin` |
| Slew @ Worst Pin | `0.548 ns` |
| Total clock buffers created by CTS | `5` |
| Longest Clk Path Bufs | `2` |
| Tool warnings | `25` |
| H-tree depth | `2` |
| Worst-skew pair later-pin latency | `0.29 ns` |
| Die footprint | `about 0.007 mm²` |
| Hold path start | `total[3]` |
| Final count of hold timing violations | `0` |
| Worst-path cell chain | `clkdlybuf4s50_1 -> nor2b_1 -> nor2_1 -> o21ai_0 -> o21ai_0 -> a21o_1` |
| Reg clk slew, reported paths | `0.07 ns` |
| Fillers | `between 600 and 700` |
| Core region area | `approximately 0.0063 mm²` |
| Root Driver | `clkbuf_8` |
| Hold Crit Depth | `2` |
| Tmin final | `about 2.6 ns` |
| Clock sink count | `34` |
| Mean area per synthesized cell | `between 8 and 9 µm²` |
| Crit-path slowest cell | `clkdlybuf4s50_1` |
| Cell leakage power | `1.40 nW` |
| Post-CTS Resized | `0` |
| Crit Reg-Reg Endpoint | `total[6]` |
| Routability cong. | `0.893` |
| Dominant cell type by area after synthesis | `dfrtp_1` |
| Layout cells sized above 1 | `0.0479` |
| Cells after DPL | `403` |
| Max-cap viol count | `0` |
| Vias per inst | `between 5 and 6` |
| Min-delay worst type | `register to register` |
| # diodes | `0` |
| DRT Pass-1 Iters | `4` |
-- power breakdown --
part,switching (W),internal (W),total (W)
registers,0.000126,0.000350,0.000476
clock network,0.0000964,0.000107,0.000203
logic,0.000452,0.000442,0.000894
-- cells by family after synthesis --
group           Yosys count  share of synthesized area
fa+ha+maj                36                      0.193
xor+xnor                  7                     0.0235
compound gates           90                      0.221
mux                       1                    0.00384
flops                    34                      0.331
buf+inv                  33                     0.0495
simple gates             91                      0.178
-- placed cells by master (no fill, tap or decap), drive strengths merged, types with 4 or more instances in the layout --
master	instances
clkdlybuf4s50	39
o21ai	35
dfrtp	31
ha	29
inv	26
nand2	23
nor2	16
a21oi	15
nor3	11
nand4	11
a22o	9
nand3	9
a21o	8
o31ai	7
fa	7
clkbuf	7
xnor2	6
a211oi	6
nand3b	4
-- per-layer routing --
metal / vias to the layer above / routed length, µm / global-route usage
met5: - / 0 / 0
met4: 0 / 65 / 0.0293
met3: 6 / 360 / 0.0301
met2: 73 / 3260 / 0.389
met1: 1138 / 3080 / 0.305
li1: 1146 / - / -
-- state kept, by name (all words and copies together), names as in the netlist --
name / count
win: 2
state: 3
total: 7
tie: 1
b_out: 7
c_out: 7
a_out: 7
-- worst reg2reg max path, stage by stage (launching register included) --
cell and delay, ns:
dfrtp_1 0.57, fa_1 0.54, ha_1 0.33, a211oi_1 0.28, o21bai_1 0.11, a21oi_1 0.17
xnor2_1 0.09, a22o_1 0.22
-- per-stage QoR --
step	setup slack [ns]	power (W)	utilization	instance area, µm²	hold slack, ns
after floorplan	2.96	0.00105	-	2600	0.424
final	2.65	0.00157	0.501	3170	0.482
after detailed placement	2.37	0.00137	0.487	3070	0.474
after CTS	2.66	0.00159	0.501	3170	0.490
after global routing	2.50	0.00172	0.501	3170	0.522
after global placement	2.40	0.00137	0.487	3070	0.472
-- worst max path at each step --
stage	startpoint	to	slack, ns	cells after the start
CTS	a	b_out[3]	2.66	6
global route	a	b_out[4]	2.50	6
finish	a	b_out[3]	2.65	6
-- layout make-up --
class,instances,area [µm²],area share
inverters,26,97.6,0.0308
clock buffers,7,86.3,0.0273
well taps,77,96.3,0.0304
clock inverters,1,5.00,0.00158
flip-flops and latches,34,862,0.272
repair buffers,41,405,0.128
multi-input cells,225,1610,0.509
No activity file was given, so power comes from the tool's default toggle rates.

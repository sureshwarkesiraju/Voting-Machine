==> design.v <==
module hex_7seg(
    input [6:0] n,      
    output reg [6:0] t, 
    output reg [6:0] o  
);
    reg [3:0] tens; 
    reg [3:0] ones; 
    always @(n) begin
                tens = n / 10;
                ones = n % 10;
        case(tens)
            4'd0: t = 7'b1000000;  
            4'd1: t = 7'b1111001;  
            4'd2: t = 7'b0100100;  
            4'd3: t = 7'b0110000;  
            4'd4: t = 7'b0011001;  
            4'd5: t = 7'b0010010;  
            4'd6: t = 7'b0000010;  
            4'd7: t = 7'b1111000;  
            4'd8: t = 7'b0000000;  
            4'd9: t = 7'b0010000;  
            default: t = 7'b1111111;
        endcase
        case(ones)
            4'd0: o = 7'b1000000;  
            4'd1: o = 7'b1111001;  
            4'd2: o = 7'b0100100;  
            4'd3: o = 7'b0110000;  
            4'd4: o = 7'b0011001;  
            4'd5: o = 7'b0010010;  
            4'd6: o = 7'b0000010;  
            4'd7: o = 7'b1111000;  
            4'd8: o = 7'b0000000;  
            4'd9: o = 7'b0010000;  
            default: o = 7'b1111111; 
        endcase
    end
endmodule
==> run.sh <==
#!/bin/bash
# OpenROAD 26Q1-2900-gdf79404cd8, Yosys 0.63+post, stock flow scripts
make -C /OpenROAD-flow-scripts/flow DESIGN_CONFIG=/design/flow/config.mk WORK_HOME=/design/flow/orfs finish
==> config.mk <==
export PLATFORM = sky130hd
export DESIGN_NAME = hex_7seg
export DESIGN_NICKNAME = hex_7seg
export VERILOG_FILES = /design/flow/design.v
export SDC_FILE = /design/flow/constraint.sdc
export NUM_CORES = 4
export LEC_CHECK = 1
export CORE_AREA = 10 10 74 74
export DIE_AREA = 0 0 84 84
==> constraint.sdc <==
current_design hex_7seg

set clk_period 7.7
set clk_io_pct 0.2

create_clock -name clk0 -period $clk_period

set non_clock_inputs [all_inputs -no_clocks]
set_input_delay [expr $clk_period * $clk_io_pct] -clock clk0 $non_clock_inputs
set_output_delay [expr $clk_period * $clk_io_pct] -clock clk0 [all_outputs]
==> flow_summary_export.csv <==
group,metric,value,unit
logic_synthesis,post_synth_instance_area,0.00105,mm^2
logic_synthesis,post_synth.cell_area_avg,7.02,um^2
logic_synthesis,synth-seq-area-share,0,%
sta,maxSlewHeadroom,46.7,%
power_and_ir_drop,peak_ir_drop_on_the_vdd_network,0.0000440,V
final_layout,fillerInstances,442,
floorplanning,vertical_die_size,84,um
drt,starting_drc_count_in_detailed_routing,82,
global_route,grt.total_usage,7.52,%
final_layout,post_layout_nonfiller_instances,215,
logic_synthesis,post_synth_most_frequent_cells,"sky130_fd_sc_hd__inv_1 (14), sky130_fd_sc_hd__nor2_1 (13), sky130_fd_sc_hd__ha_1 (11), sky130_fd_sc_hd__a21oi_1 (10), sky130_fd_sc_hd__o21ai_0 (9)",
drt,num_antenna_cells,0,
clock_network,cts.repair.resized,0,
power_and_ir_drop,total_power,0.130,mW
drt,route.detailed.vias_per_inst,5.05,
sta,timing.final.crit_period,7.28,ns
floorplanning,die_area,0.00706,mm^2
placed_design,hpwl,2070,um
job,maxCapViolations,0,
drt,routed_wire_length_per_instance,12.3,um
drt,drc,0,
final_layout,drive_above_1_share,12.1,%
floorplanning,floorplan_core_area,0.00397,mm^2
final_layout,count_of_clock_buffers_in_the_final_design,0,
logic_synthesis,synth_cell_types,50,
min_path,hold_class,"in2out",
logic_synthesis,topCellsByArea,"sky130_fd_sc_hd__ha_1 (13%), sky130_fd_sc_hd__inv_1 (5.0%), sky130_fd_sc_hd__a21oi_1 (4.8%)",
clock_network,post_cts_hold_buffer_count,0,
critical_path,startpoint_type,"input pin",
job,openroad.warnings,40,
critical_path,worstSetupEndpointType,"primary output",
placed_design,port-buffer-count,21,
drt,antenna_left,0,
final_layout,flop_area,0,um^2
global_route,pin_count_of_the_biggest_net_entering_global_routing,15,
drt,postRouteWirelength,2650,um
drt,dr_total_vias,1085,
logic_synthesis,synth_stat.cells,149,
sta,fmax,137,MHz
critical_path,cp_data_arrival_time,5.74,ns
sta,rsz0062_at_grt,"false",
logic_synthesis,post_synth_inst_count,149,
global_route,antenna_found_initial,0,
global_route,first_pass_grt_wire_length,4890,um
floorplanning,share_of_the_core_filled_by_cells_before_placement,26.3,%
power_and_ir_drop,power.density,100,mW/mm^2
drt,dr.pass1.iters,4,
critical_path,cp.required,6.16,ns
floorplanning,ios,21,
sta,final.setup.tns,0,ns
global_route,grt_overflow_total,0,
floorplanning,fp-row-count,23,
sta,tightestPinTransition,0.797,ns
logic_synthesis,ys_chip_area,0.00105,mm^2
global_route,grt_pass1_vias,1064,
logic_synthesis,synthDominantCellAreaShare,13.2,%
clock_network,cts_post_setup_buffers_inserted,0,
critical_path,critical_path.max_fanout,7,
sta,final_slew_violations,0,
power_and_ir_drop,p_leak,0.520,nW
logic_synthesis,synth_dominant_cell_count,"sky130_fd_sc_hd__inv_1",
placed_design,place_congestion,0.872,
sta,final-setup-viol-count,0,
sta,final_hold_viol_count,0,
critical_path,criticalPathCategory,"in2out",
final_layout,area_growth,23.9,%
logic_synthesis,number_of_synthesis_warnings,1,
outcome,outcome,"finished clean",
logic_synthesis,largest_area_cell,"sky130_fd_sc_hd__ha_1",
sta,finalClockPeriodUsage,94.6,%
final_layout,flop-count,0,
placed_design,numPlacedInstances,215,
floorplanning,floorplan.die.width,84,um
## power breakdown
part	switching, mW	internal, mW
sequential	0	0
clock	0	0
combinational	0.0609	0.0687
total	0.0609	0.0687
## metrics by stage
step                      cell area, um^2  utilization [%]  setup WS (ns)  hold WS, ns
after floorplan                      1050                -           1.54         3.19
after global placement               1300             32.6          0.519         4.22
after detailed placement             1300             32.6          0.408         4.22
after CTS                            1300             32.6          0.400         4.22
after global routing                 1300             32.6         0.0633         4.28
final                                1300             32.6          0.418         4.21
## worst max-delay path: stages
cell,delay (ns)
sky130_fd_sc_hd__clkdlybuf4s50_1,0.42
sky130_fd_sc_hd__nor2_1,0.17
sky130_fd_sc_hd__inv_1,0.08
sky130_fd_sc_hd__ha_1,0.35
sky130_fd_sc_hd__and2b_4,0.30
sky130_fd_sc_hd__a211oi_1,0.05
sky130_fd_sc_hd__a2111o_1,0.43
sky130_fd_sc_hd__nand3_2,0.08
sky130_fd_sc_hd__inv_2,0.04
sky130_fd_sc_hd__maj3_1,0.39
sky130_fd_sc_hd__o21ai_1,0.13
sky130_fd_sc_hd__nand2b_1,0.18
sky130_fd_sc_hd__xor2_1,0.24
sky130_fd_sc_hd__ha_1,0.23
sky130_fd_sc_hd__inv_1,0.07
sky130_fd_sc_hd__a21oi_1,0.13
sky130_fd_sc_hd__o221ai_1,0.13
sky130_fd_sc_hd__a221oi_1,0.27
sky130_fd_sc_hd__clkdlybuf4s50_1,0.51
## final cells by class
cell class	count	area, um^2	area share, %
inverter	15	56.3	4.34
multi-input combinational	121	907	70.0
tap	50	62.6	4.83
timing repair buffer	29	270	20.8
## cell usage in the layout, fill, tap and decap left out, drive strengths merged, types with 4 or more instances in the layout
cell | netlist | final
a21oi | 10 | 10
buf | 10 | 8
clkdlybuf4s50 | 0 | 21
ha | 11 | 11
inv | 15 | 15
mux2i | 5 | 5
nand2 | 8 | 8
nand2b | 7 | 7
nand3 | 4 | 4
nor2 | 14 | 14
nor3 | 5 | 5
o21ai | 14 | 14
## layer usage
layer | wire (um) | up-vias | GRT usage, %
met5 | 0 | - | 0
li1 | - | 567 | -
met3 | 129 | 2 | 1.38
met1 | 1300 | 494 | 10.2
met4 | 16 | 0 | 0.457
met2 | 1210 | 22 | 12.5
## kinds of logic (layout without fill, tap and decap cells)
| logic type | after synthesis | count (layout) | share of synthesized area, % |
|---|---|---|---|
| XOR/XNOR | 3 | 3 | 2.51 |
| AND-OR/OR-AND | 50 | 50 | 37.3 |
| AND/OR/NAND/NOR | 50 | 50 | 27.0 |
| adder cells (fa/ha/maj) | 13 | 13 | 15.1 |
| buffers and inverters | 28 | 44 | 13.3 |
| multiplexers | 5 | 5 | 4.78 |
## final timing paths
check	from	endpoint	slack (ns)	cells past startpoint
worst max-delay path	n[5]	o[6]	0.42	19
worst min-delay path	n[0]	o[4]	4.21	4
Power and IR drop assume default switching activity.
